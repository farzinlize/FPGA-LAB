<file path="flow/config.mk">
export PLATFORM = sky130hd
export DESIGN_NAME = PD1TH
export DESIGN_NICKNAME = PD1TH
export VERILOG_FILES = /design/flow/design.v
export SDC_FILE = /design/flow/constraint.sdc
export NUM_CORES = 4
export LEC_CHECK = 1
export CORE_UTILIZATION = 30
</file>
<file path="flow/design.v">
`timescale 1ns / 1ps
module PD1TH #(parameter VIDEO_SIZE=10)(
	 input clock,
	 input enable,
	 input [VIDEO_SIZE-1:0] video,
	 input [VIDEO_SIZE-1:0] threshold,
	 output reg [31:0] PW,
    output reg [31:0] PA,
    output reg [31:0] TOA,
	 output reg [31:0] PRF,
	 output reg [31:0] PC
    );
reg state;
reg [127:0] TIME;
initial begin
	PA = 0;
	PW = 0;
	TOA = 0;
	TIME = 0;
	state = 0;
	PC = 0;
end
always@(posedge clock)begin
	if(enable) begin
		if(state)begin  
			if(video < threshold)begin  
				state <=0;
				PW <= TIME - TOA;
			end else begin					 
				if(video > PA)
					PA <= video;
			end
		end else begin  
			if(video >= threshold)begin	 
				TOA <= TIME;
				PA <= video;
				state <= 1;
				PC <= PC + 1;
			end else begin 					 
			end
		end
		TIME <= TIME + 1;
	end
end
endmodule
</file>
<file path="flow/constraint.sdc">
current_design PD1TH

set clk_period 8.0
set clk_io_pct 0.2

create_clock -name clk0 -period $clk_period [get_ports {clock}]

set non_clock_inputs [all_inputs -no_clocks]
set_input_delay [expr $clk_period * $clk_io_pct] -clock clk0 $non_clock_inputs
set_output_delay [expr $clk_period * $clk_io_pct] -clock clk0 [all_outputs]
</file>
<file path="flow/run.sh">
#!/bin/bash
# OpenROAD 26Q1-2900-gdf79404cd8, Yosys 0.63+post, stock flow scripts
make -C /OpenROAD-flow-scripts/flow DESIGN_CONFIG=/design/flow/config.mk WORK_HOME=/design/flow/orfs finish
</file>
==> results.json <==
{
  "status": "complete, but fails checks",
  "failed_checks": "design-rule violations",
  "worst_pin_slew_ns": 0.629,
  "clock-sinks": 139,
  "yosys.area_share.aoi_pct": 10.3,
  "top_usage_layer": "met1",
  "drtIter0Drc": 323,
  "holdCritPathClass": "reg2reg",
  "insertion_delay_ns": 0.42,
  "fillers": 2455,
  "top_cells_by_area": "edfxtp_1 52%, ha_1 8.2%, xnor2_1 6.7%",
  "yosysMostFrequentCell": "edfxtp_1",
  "numSynthFlops": 139,
  "cts_tree": "done",
  "io_pins": 182,
  "irDropWorstVdd_uv": 140,
  "groute.layer.met1.usage_pct": 19.1,
  "firstDrtPassIters": 51,
  "wl_mm": 15.9,
  "post_synth.cell_area_avg_um2": 11.7,
  "dp_hpwl_mm": 11.8,
  "core_area_um2": 26200,
  "dp.cells": 1146,
  "cp_max_fo": 34,
  "grt_usage_pct": 12.0,
  "ys_seq_share_pct": 51.8,
  "core.rowCount": 59,
  "cp_data_required_time_ns": 8.06,
  "die_w_um": 166,
  "crit_path_end_kind": "flop",
  "yosysTopAreaCellShare_pct": 51.8,
  "grt_pass1_wl_mm": 25.7,
  "ys_area_um2": 8060,
  "ys_types": 58,
  "cts_buffer_depth": 2,
  "postRouteAntennaNets": 0,
  "chipHeight_um": 166,
  "grt_max_degree": 37,
  "cts_setup_buffers": 0,
  "cts_root_buf": "clkbuf_16",
  "portBuffers": 127,
  "max_freq_mhz": 239,
  "place_congestion": 0.847,
  "period_minus_slack_ns": 4.18,
  "finClkSkew_ns": 0.00837,
  "arrival_ns": 4.24,
  "use_met2_pct": 17.9,
  "finalNonFillerCells": 1178,
  "grtUsageMet3_pct": 2.67,
  "hold_path_depth": 0,
  "antennaDiodeCount": 0,
  "hold_ws_ns": 0.526,
  "setup_viol": 0,
  "warning_count": 25,
  "timing.slew.headroom_pct": 57.6,
  "yosys.area_share.simple_pct": 10.9,
  "via_count": 5275,
  "async_flop_share_pct": 0,
  "numCtsBuffers": 17,
  "drive_gt1_share_pct": 6.29,
  "ys_cells": 690,
  "slew_viol_final": 0,
  "netlist_area_um2": 8060,
  "edf_count": 139,
  "largest_area_cell": "edfxtp_1",
  "drc": 20,
  "cts.reportedPaths.clkPinSlew_ns": 0.06,
  "h-tree-depth": 4,
  "p_per_area_nw_per_um2": 189,
  "ys_top_cells_by_count": "139 x edfxtp_1, 62 x inv_1, 62 x xnor2_1",
  "power.leakage_nw": 3.89,
  "tns_ns": 0,
  "critPathKind": "in2reg",
  "mux_share_pct": 0,
  "drt-vias-per-instance": 4.48,
  "min_period_over_period_pct": 52.3,
  "cts_hold_buf": 0,
  "cp-start-kind": "input pin",
  "dominantRegCellSynth": "edfxtp_1",
  "die_area_um2": 27500,
  "finalHoldViolations": 0,
  "rsz0062_at_grt": "false",
  "grt_pass1_vias": 4855,
  "fa_ha_area_share_pct": 8.48,
  "netlist_logic_family_top": "simple AND/OR/NAND/NOR gates",
  "yosysWarnings": 33,
  "syn_to_final_growth_pct": 24.9,
  "fp_util_pct": 30.7,
  "grt_overflow": 0,
  "netlist_instances": 690,
  "cts_resized": 0,
  "maxCapViolCount": 0,
  "ff2ff_path_depth": 11,
  "place_ws_ns": 3.38,
  "xor_area_share_pct": 9.46,
  "routedWlPerCell_um": 13.5,
  "antenna_found_initial": 0,
  "setup_slack_ns": 3.82
}
## final cells by class
cell class                 count  area (µm²)  area share (%)
inverter                      63         236            2.35
multi-input combinational    477        3360            33.4
clock buffer                  19         433            4.30
clock inverter                13         125            1.24
timing repair buffer         132        1310            13.0
tap                          335         419            4.17
sequential                   139        4170            41.5
## stage by stage
stage	total power (W)	utilization [%]	instance area [µm²]
finish	0.00190	38.4	10100
global route	0.00199	38.4	10100
CTS	0.00192	38.4	10100
detailed placement	0.00115	36.3	9500
global placement	0.00115	36.3	9500
floorplan	0.00107	-	8260
## critical path, stage by stage
cell             delay [ns]
clkdlybuf4s50_1        0.47
inv_1                  0.05
ha_1                   0.29
nand4_1                0.15
nor2_1                 0.17
a21oi_1                0.08
o211ai_1               0.17
nor2b_1                0.13
nor3b_4                0.17
buf_4                  0.42
buf_4                  0.49
## report_power, final
group / leakage, nW / total [W] / switching, W / internal [W]
Clock: 0.272 / 0.000761 / 0.000305 / 0.000455
Combinational: 2.32 / 0.000247 / 0.000119 / 0.000128
Sequential: 1.30 / 0.000889 / 0.0000305 / 0.000859
Total: 3.89 / 0.00190 / 0.000455 / 0.00144
## state kept, by name, indices dropped and copies added (netlist names)
signal and flops:
PC 32, state 1, PA 10, TOA 32, TIME 32, PW 32
## routing by layer
layer / up-vias / wire length [µm]
li1: 2659 / -
met1: 2436 / 7690
met2: 166 / 7030
met3: 14 / 932
met4: 0 / 288
met5: - / 0
## cell families (layout without fill, tap and decap cells)
logic type | count (synthesis) | count (layout)
AND-OR/OR-AND | 113 | 113
adder cells (fa/ha/maj) | 54 | 54
buffers and inverters | 127 | 227
other | 1 | 54
XOR/XNOR | 87 | 87
flip-flops | 139 | 139
AND/OR/NAND/NOR | 169 | 169
## path summary, 6_finish.rpt
check                     from      end  slack, ns
setup / recovery  threshold[9]   TOA[9]       3.82
hold / removal        TIME[11]  TOA[11]       0.53
setup reg to reg       TIME[0]   PW[30]       5.03
hold reg to reg       TIME[11]  TOA[11]       0.53
## layout by cell type (no fill, tap or decap), types with 19 or more instances in the layout
master,count
inv_1,62
conb_1,54
xnor2_1,62
ha_1,53
a21oi_1,35
edfxtp_1,139
o21ai_0,19
nand3_1,26
xor2_1,25
nor2_1,20
nand2_1,49
clkdlybuf4s50_1,127
Power figures rest on the tool's default switching activity, not on a simulated workload.
