<file path="design/flow/run.sh">
#!/bin/bash
# OpenROAD 26Q1-2900-gdf79404cd8, Yosys 0.63+post, stock flow scripts
make -C /OpenROAD-flow-scripts/flow DESIGN_CONFIG=/design/flow/config.mk WORK_HOME=/design/flow/orfs finish
</file>
<file path="design/flow/config.mk">
export PLATFORM = sky130hd
export DESIGN_NAME = BCDcounter
export DESIGN_NICKNAME = BCDcounter
export VERILOG_FILES = /design/flow/design.v
export SDC_FILE = /design/flow/constraint.sdc
export NUM_CORES = 4
export LEC_CHECK = 1
export CORE_AREA = 10 10 114 114
export DIE_AREA = 0 0 124 124
</file>
<file path="design/flow/constraint.sdc">
current_design BCDcounter

set clk_period 3.9
set clk_io_pct 0.2

create_clock -name clk0 -period $clk_period [get_ports {clock}]

set non_clock_inputs [all_inputs -no_clocks]
set_input_delay [expr $clk_period * $clk_io_pct] -clock clk0 $non_clock_inputs
set_output_delay [expr $clk_period * $clk_io_pct] -clock clk0 [all_outputs]
</file>
<file path="design/flow/design.v">
`timescale 1ns / 1ps
module BCDcounter(
    input clock,
    input reset,
    output [6:0] display1, 
	 output [6:0] display2
    );
	reg [3:0] seg1=0;
	reg [3:0] seg2=0;
	wire CLKOUT;
ChangeCLK clockChanger (
    .CLK(clock), 
    .reset(reset), 
    .CLKOUT(CLKOUT)
    );
SevenSegDecoder SEG_1 (
    .input1(seg1), 
    .output1(display1)
    );
SevenSegDecoder SEG_2 (
    .input1(seg2), 
    .output1(display2)
    );
	always@(posedge clock) begin
	if(CLKOUT)
	begin
		if(!reset)
			begin
				seg1 <= 0;
				seg2 <= 0;
				end
		else if(seg1 == 9)
			begin 
				seg2 <= seg2 +1;
				seg1 <= 0;
				end
		else if(seg2 == 10)
		begin
				seg2 <= 0;
		end
		else
		begin
		seg1 <= seg1 + 1;
		end
	end
	end
endmodule
`timescale 1ns / 1ps
module ChangeCLK(
    input CLK,
	 input reset,
    output reg CLKOUT
    );
	reg [31:0]counter;
	initial begin
		counter <= 0;
		CLKOUT <= 0;
	end
	always@(posedge CLK)
		begin
			if (~reset)
				begin
					counter <= 0;
				end
			if (counter == 23999000)
				begin
					counter <= 0;
					CLKOUT <= 1;
				end
			else
				begin
					counter <= counter + 1;
					CLKOUT <= 0;
				end
		end
endmodule
`timescale 1ns / 1ps
module SevenSegDecoder(
    input [3:0] input1,
    output reg [6:0] output1
    );
always @(*) begin
case (input1)
	4'b0000 :      	 
		output1 = 7'b1111110;
	4'b0001 :    		 
		output1 = 7'b0110000;
	4'b0010 :  			 
		output1 = 7'b1101101 ; 
	4'b0011 : 			 
		output1 = 7'b1111001 ;
	4'b0100 :			 
		output1 = 7'b0110011 ;
	4'b0101 :			 
		output1 = 7'b1011011 ;  
	4'b0110 :			 
		output1 = 7'b1011111 ;
	4'b0111 :			 
		output1 = 7'b1110000;
	4'b1000 :     		 
		output1 = 7'b1111111;
	4'b1001 :    		 
		output1 = 7'b1111011 ;
	4'b1010 :  			 
		output1 = 7'b1110111 ; 
	4'b1011 : 			 
		output1 = 7'b0011111;
	4'b1100 :			 
		output1 = 7'b1001110 ;
	4'b1101 :			 
		output1 = 7'b0111101 ;
	4'b1110 :			 
		output1 = 7'b1001111 ;
	4'b1111 :			 
		output1 = 7'b1000111 ;
endcase
	output1 = ~output1;
end
endmodule
</file>
==> results.sh <==
# source this file to load flow results
export IMPL_avgSynthCellArea_um2=9.16
export IMPL_root_buffer="clkbuf_8"
export IMPL_fmax_mhz=332
export IMPL_tns_ps=0
export IMPL_h_tree_depth=2
export IMPL_dp_cells=392
export IMPL_initCoreUtil_pct=22.2
export IMPL_die_area_um2=15400
export IMPL_routed_wl_mm=4.41
export IMPL_synth_cell_types=44
export IMPL_ys_flops=41
export IMPL_grt_total_usage_pct=5.86
export IMPL_ys_seq_share_pct=39.0
export IMPL_leakage_nw=0.988
export IMPL_ios=16
export IMPL_worst_pin_slew_ps=677
export IMPL_vias=1777
export IMPL_row_count=37
export IMPL_syn_cell_area_um2=2310
export IMPL_drtPass1Iterations=4
export IMPL_crit_required_ps=3120
export IMPL_ys_flop_type="dfxtp_1"
export IMPL_hold_violations=0
export IMPL_gr_total_overflow=0
export IMPL_warning_count=34
export IMPL_maxSlewHeadroom_pct=54.4
export IMPL_area_delta_synth_final_pct=14.9
export IMPL_n_antenna_cell=0
export IMPL_cts_buffers_inserted=5
export IMPL_detail_route_wl_per_cell_um=11.0
export IMPL_cts_setup_buffers=0
export IMPL_status="completed"
export IMPL_edf_count=8
export IMPL_powerDensity_nw_per_um2=259
export IMPL_die_h_um=124
export IMPL_dp_hpwl_mm=3.21
export IMPL_irDropWorstVdd_mv=0.112
export IMPL_timing_final_crit_period_ps=3010
export IMPL_hold_slack_ps=464
export IMPL_clock_skew_ps=7.30
export IMPL_path_clk_slew_ps=70
export IMPL_viasPerCell=4.44
export IMPL_globalplace_congestion=0.823
export IMPL_drtIter0Drc=125
export IMPL_cts_max_path_buffers=2
export IMPL_rsz0062_at_grt="false"
export IMPL_nFillCells=1111
export IMPL_hp_class="register to register"
export IMPL_setup_violations=0
export IMPL_cp_arrival_ps=2230
export IMPL_drv_slew=0
export IMPL_grt_max_degree=15
export IMPL_yosysWarnings=3
export IMPL_crit_type="register to output pin"
export IMPL_ant_nets=0
export IMPL_combGateArea_um2=1300
export IMPL_fin_cells=400
export IMPL_grt_first_pass_wirelength_mm=7.64
export IMPL_cts_sinks=41
export IMPL_coreArea_um2=10400
export IMPL_drive_gt1_share_pct=6.44
export IMPL_cts_repair_resized=0
export IMPL_seq_area_um2=901
export IMPL_io_buffer_count=15
export IMPL_cp_start_kind="register"
export IMPL_synthArstFlopShare_pct=0
export IMPL_worstSkewPairLatency_ps=290
export IMPL_timing_final_crit_share_pct=77.3
export IMPL_cts_hold_buf=0
export IMPL_crit_path_max_fanout=6
export IMPL_first_global_vias=1669
export IMPL_drcViolationCount=0
export IMPL_yosys_area_um2=2310
export IMPL_cap_violations=0
export IMPL_syn_inst=252
export IMPL_tritoncts="yes"
export IMPL_critPathCaptureType="output pin"
export IMPL_yosysCellCount=252
export IMPL_antenna_found_initial=0
export IMPL_die_size_x_um=124
[power by group]
part	internal (W)	leakage (nW)	total, W	switching [W]
sequential	0.000430	0.321	0.000430	0
combinational	0.00000114	0.624	0.00000247	0.00000133
clock	0.000120	0.0430	0.000255	0.000135
total	0.000551	0.988	0.000687	0.000136
[registers in the layout, indices dropped and copies added, names as in the netlist]
signal,flops
clockChanger.counter,32
seg1,4
seg2,4
clockChanger.CLKOUT,1
[kinds of logic (layout without fill, tap and decap cells)]
| kind of cell | after synthesis | after routing | share of synthesized area (%) |
|---|---|---|---|
| simple gates | 112 | 112 | 26.7 |
| flops | 41 | 41 | 39.0 |
| compound gates | 28 | 28 | 8.13 |
| xor+xnor | 27 | 27 | 10.2 |
| buf+inv | 24 | 36 | 4.66 |
| fa+ha+maj | 12 | 12 | 6.51 |
| mux | 8 | 8 | 4.72 |
[per-stage QoR]
| stage | total power [W] | instance area [µm²] | setup slack [ps] | util [%] |
|---|---|---|---|---|
| after detailed placement | 0.000442 | 2570 | 1200 | 24.7 |
| after global placement | 0.000442 | 2570 | 1240 | 24.7 |
| final | 0.000687 | 2650 | 887 | 25.4 |
| after global routing | 0.000714 | 2650 | 741 | 25.4 |
| after CTS | 0.000699 | 2650 | 876 | 25.4 |
| after floorplan | 0.000440 | 2310 | 1820 | - |
[synthesized netlist by cell type (7+ instances only)]
master     n  area, µm²
nand2_1   17       63.8
nand4_1   12       75.1
xor2_1     9       78.8
a21oi_1    7       35.0
and3_1     9       56.3
dfxtp_1   33        661
xnor2_1   18        158
nand3_1   16       80.1
edfxtp_1   8        240
inv_1     13       48.8
ha_1      12        150
nor2_1    21       78.8
[per-layer routing]
metal	GRT usage, %	part of all wire [%]	up-vias
met5	0	0	-
met4	0.863	1.0	0
met3	1.24	6.7	5
met2	9.01	39	33
met1	8.55	53	820
li1	-	-	919
[path summary, 6_finish.rpt]
kind / end / slack, ps / cells after the start / start
setup / recovery: display2[6] / 890 / 6 / seg2[1]
hold / removal: clockChanger.counter[31] / 460 / 1 / clockChanger.counter[31]
setup reg to reg: seg2[1] / 1640 / 6 / seg1[1]
hold reg to reg: clockChanger.counter[31] / 460 / 1 / clockChanger.counter[31]
[cell type report]
cell class	instances	share of cell area, %
clock buffer	5	2.60
clock inverter	3	0.472
sequential	41	34.0
inverter	13	1.84
multi-input combinational	187	49.0
timing repair buffer	15	5.67
tap	136	6.42
[layout by cell type (no fill, tap or decap), types with 8 or more instances in the layout]
| cell type | synthesis | final |
|---|---|---|
| nand3_1 | 16 | 16 |
| xnor2_1 | 18 | 18 |
| dfxtp_1 | 33 | 33 |
| edfxtp_1 | 8 | 8 |
| nand2_1 | 17 | 17 |
| xor2_1 | 9 | 9 |
| and3_1 | 9 | 9 |
| nor2_1 | 21 | 21 |
| inv_1 | 13 | 13 |
| clkdlybuf4s50_1 | 0 | 15 |
| nand4_1 | 12 | 12 |
| ha_1 | 12 | 12 |
[worst max-delay path: stages, from the launching register on]
cell,delay [ps]
edfxtp_1,470
inv_1,140
ha_1,240
nor2b_1,80
or3b_2,460
o21ai_0,80
clkdlybuf4s50_1,490
Power is estimated from default activity; no workload was simulated.
