--- design/flow/design.v ---
`timescale 1ns / 1ps
module LevelCrossing(
    input [9:0] in,
	 input [7:0] threshold,
    output [6:0] display1,
	 output [6:0] display2,
    input clk,
	 output SDI,
	 output CLKIN,
	 output OE,
	 output SCLK
    );
assign SDI = 1'b0;
assign OE =	1'b0;
assign CLKIN = clk;
assign SCLK = clk;
wire [9:0] newTH = {8'b00010100,2'b0};
reg [7:0] out;
reg flag;
initial begin
	out = 0;
	flag = 0;
end
SevenSegDecoder instance_name (
    .input1(out[3:0]), 
    .output1(display1)
    );
SevenSegDecoder instance_name1 (
    .input1(out[7:4]), 
    .output1(display2)
    );
always@(posedge clk) begin
	if (flag) begin
		if(in < newTH) begin
			flag <= 0;
		end
	end else begin
		if(in > newTH) begin
			out <= out + 1;
			flag <= 1;
		end else begin end
	end
end
endmodule
`timescale 1ns / 1ps
module SevenSegDecoder(
    input [3:0] input1,
    output reg [6:0] output1
    );
always @(*) begin
case (input1)
	4'b0000 :      	 
		output1 = 7'b1111110;
	4'b0001 :    		 
		output1 = 7'b0110000;
	4'b0010 :  			 
		output1 = 7'b1101101 ; 
	4'b0011 : 			 
		output1 = 7'b1111001 ;
	4'b0100 :			 
		output1 = 7'b0110011 ;
	4'b0101 :			 
		output1 = 7'b1011011 ;  
	4'b0110 :			 
		output1 = 7'b1011111 ;
	4'b0111 :			 
		output1 = 7'b1110000;
	4'b1000 :     		 
		output1 = 7'b1111111;
	4'b1001 :    		 
		output1 = 7'b1111011 ;
	4'b1010 :  			 
		output1 = 7'b1110111 ; 
	4'b1011 : 			 
		output1 = 7'b0011111;
	4'b1100 :			 
		output1 = 7'b1001110 ;
	4'b1101 :			 
		output1 = 7'b0111101 ;
	4'b1110 :			 
		output1 = 7'b1001111 ;
	4'b1111 :			 
		output1 = 7'b1000111 ;
endcase
	output1 = ~output1;
end
endmodule
--- design/flow/run.sh ---
#!/bin/bash
# OpenROAD 26Q1-2900-gdf79404cd8, Yosys 0.63+post, stock flow scripts
make -C /OpenROAD-flow-scripts/flow DESIGN_CONFIG=/design/flow/config.mk WORK_HOME=/design/flow/orfs finish
--- design/flow/config.mk ---
export PLATFORM = sky130hd
export DESIGN_NAME = LevelCrossing
export DESIGN_NICKNAME = LevelCrossing
export VERILOG_FILES = /design/flow/design.v
export SDC_FILE = /design/flow/constraint.sdc
export NUM_CORES = 4
export LEC_CHECK = 1
export CORE_AREA = 10 10 93 93
export DIE_AREA = 0 0 103 103
--- design/flow/constraint.sdc ---
current_design LevelCrossing

set clk_period 2.1
set clk_io_pct 0.2

create_clock -name clk0 -period $clk_period [get_ports {clk}]

set non_clock_inputs [all_inputs -no_clocks]
set_input_delay [expr $clk_period * $clk_io_pct] -clock clk0 $non_clock_inputs
set_output_delay [expr $clk_period * $clk_io_pct] -clock clk0 [all_outputs]
==> results_slide.txt <==
Synthesis and Place & Route Summary

Floorplanning
  – Pre-Place Util: approximately 14%
  – # IOs: 37
  – Die area: around 11,000 um2
  – Die Span Y: about 100 um
  – Die Wd: 103 um
  – Num rows: 30
  – Core area: 6760 um2

Setup path
  – Worst flop-to-flop path endpoint: out[4]
  – Max incr delay on CP: roughly 0.40 ns
  – Start of the worst register-to-register path: out[1]
  – Nature of the critical path endpoint: output port
  – Startpoint class of the critical path: register
  – Crit Path Class: register to output port
  – R2R cell count: 8
  – CP Cell Sequence: buf_4 > ha_1 > buf_4 > a22o_1 > clkdlybuf4s50_1
  – Crit Path Max Fanout: 6
  – Top cell by count, worst path: buf_4
  – Worst path bufs/invs: 3
  – Critical path required time: around 1.7 ns
  – Critical path's top delay family: buffers and inverters
  – Cell at the slowest stage of the critical path: clkdlybuf4s50_1
  – Worst reg-to-reg setup slack: slightly below 0.5 ns
  – Crit path arrival time: 1.83 ns

Layout
  – Commonest Layout Cell: buf_4
  – Layout cells sized above 1: between 50% and 60%
  – Area Growth Syn to Fin: 95.9%
  – Final instance area: around 1800 um2
  – Final core utilization: roughly 27%
  – Most instantiated logic cells after routing: 37 x buf_4, 12 x buf_6, 11 x clkdlybuf4s50_1, 9 x nor2_1

Detailed routing
  – Vias: 977
  – Initial DRC Count: about 62
  – Drt wl/cell: about 11 um
  – Pre-Repair DR Iteration Count: 4
  – Post-route DRC: 0
  – # diodes: 0
  – Post-detailed-route count of antenna-violating nets: 0
  – DRT Wirelength: between 2 and 3 mm
  – Vias/cell: between 3 and 4

STA
  – Setup violations, final: 5
  – Endpoints failing hold: 0
  – Fmax: roughly 0.44 GHz
  – Clock Skew: 0.00219 ns
  – Slew Limit Fails: 0
  – Crit share post-route: 107%
  – Final worst path period need: approximately 2.2 ns
  – Unrepaired setup endpoints after global routing: true
  – Setup ws final: -0.149 ns

Synthesis
  – Yosys Chip Area: 943 um2
  – Syn avg cell area: about 9.5 um2
  – Cell count listed in synth_stat.txt: slightly below 100
  – Post-Syn Instances: 99
  – Area share, top type: 25.5%
  – Top cells by area: edfxtp_1 25%, ha_1 16%, mux2i_1 4.2%
  – Distinct lib cells: 34
  – Seq/Total Area, Yosys: 27.6%
  – Leading area contributor after synthesis: edfxtp_1
  – Yosys warns: 2
  – Ys flops: 9
  – Cell area after synthesis: about 940 um2

CTS
  – Worst-path clk slew: roughly 0.04 ns
  – CTS tree: done
  – Clock Latency Late Sink: approximately 0.33 ns

Pwr
  – PD cells: just over 400 nW/um2
  – Pleak: between 0.8 and 0.9 nW
  – Peak supply drop: 0.000428 V
  – Total power: about 750 uW

Min path
  – Min-Delay Path Class: register to register
  – Min-delay src: flag
  – Worst hold path depth: 2
  – End point of the worst hold path: flag

Global routing
  – First-pass GRT wire length: ~4.3 mm
  – Largest net degree at the start of global routing: 10
  – Grt ovf: 0
  – Initial antenna violation count: 0
  – Vias in the first global route: slightly above 1,000
  – Global-route usage over all layers: 4.95%

Placed design
  – Dpl hpwl: between 1.5 and 2 mm
  – Post-DP Area: approximately 1400 um2
  – Port-buffer cells: 26
  – GP Congestion: 0.764

Job
  – Max-cap viol count: 0
  – Tool warnings: 47

Run status
  – Status: finished with violations
  – Failing checks: negative setup slack
[area by class of cell]
| class | count | area [um2] |
|---|---|---|
| sequential | 9 | 260 |
| clock buffer | 10 | 118 |
| fill | 690 | 4910 |
| multi-input combinational | 74 | 724 |
| inverter | 7 | 28.8 |
| timing repair buffer | 74 | 617 |
| tap | 80 | 100 |
[cells by family (layout without fill, tap and decap cells)]
kind of cell             count (synthesis)  count (layout)  synth area share (%)
AND/OR/NAND/NOR                         33              33                  18.4
flip-flops                               9               9                  27.6
XOR/XNOR                                 6               6                  5.57
other                                    1               2                 0.397
AND-OR/OR-AND                           15              15                  12.2
adder cells (fa/ha/maj)                 12              12                  15.9
buffers and inverters                   17              91                  10.5
multiplexers                             6               6                  9.42
[flip-flops by register name (all words and copies together) (netlist names)]
name / cells
out: 8
flag: 1
[cells in the mapped netlist, drive strengths merged]
cell and n:
nor4b 1, nand4 2, a22oi 1, nor3b 1
xnor2 4, xor2 2, mux4 2, ha 12
a22o 4, nand2b 2, mux2i 4, nand2 6
a211oi 1, and2b 1, a31oi 2, or3b 2
nand3 3, inv 7, a32o 2, o21ai 3
nor2 10, buf 10, edfxtp 8, nor3 1
and3 1, nor2b 3, conb 1, dfxtp 1
o32ai 2
[where the power goes]
part	internal [mW]	switching (mW)
Clock	0.330	0.113
Sequential	0.199	0.00347
Combinational	0.0687	0.0377
Total	0.598	0.154
[worst max-delay path by stage]
stage      start           to  slack [ns]  cells after the start
6_report  out[5]  display2[4]       -0.15                      5
4_1_cts   out[5]  display2[4]       -0.18                      5
5_1_grt   out[5]  display2[4]       -0.23                      5
[routing by layer]
layer / routed length [um] / GRT usage, % / share of wire (%) / vias to the layer above
met1: 1130 / 5.28 / 42 / 454
met5: 0 / 0 / 0 / -
met3: 197 / 2.57 / 7.3 / 2
met4: 12 / 1.18 / 0.44 / 0
met2: 1360 / 8.48 / 51 / 27
li1: - / - / - / 494
[worst min-delay path, delay by kind of cell (launching register included)]
kind	cells	cell delay (ns)
AOI/OAI and AO/OA	1	0.07
buffers and inverters	1	0.05
DFF	1	0.31
[through the flow]
step                instances  setup TNS [ns]  hold slack (ns)  setup slack, ns
floorplan                 100               0            0.449            0.278
global placement          223          -0.276            0.459           -0.122
detailed placement        223          -0.289            0.472           -0.120
CTS                       247          -0.641            0.482           -0.176
global route              254          -0.841            0.507           -0.230
finish                    254          -0.352            0.482           -0.149
[repair_timing]
item                                    in CTS  in global routing
endpoints found under the setup margin      16                 13
hold endpoints to repair                     0                  0
resized                                     71                 13
hold buffers                                 0                  0
setup buffers                               16                  9
pin swaps                                   10                 10
Power and IR drop assume default switching activity.
